**./config.mk**
```make
export PLATFORM = sky130hd
export DESIGN_NAME = regfile
export DESIGN_NICKNAME = regfile
export VERILOG_FILES = /design/flow/design.v
export SDC_FILE = /design/flow/constraint.sdc
export NUM_CORES = 4
export LEC_CHECK = 1
export CORE_UTILIZATION = 40
```
**./design.v**
```verilog
`timescale 1ns / 1ps
module adder(
    input  [31:0] a, b,
    output [31:0] y);
   assign y = a + b;
endmodule
module sl2 (
    input  [31:0] a,
    output [31:0] y);
   assign y = {a[29:00], 2'b00};
endmodule
module signext (
    input  [15:0] a,
    output [31:0] y);
   assign y = {{16{a[15]}}, a};
endmodule
module zeroext (
    input  [15:0] a,
    output [31:0] y);
   assign y = {16'b0, a};
endmodule
module sethi (
    input  [15:0] a,
    output [31:0] y);
   assign y = {a, 16'b0};
endmodule
module immext (
    input  [1:0] immtype,
    input  [15:0] a,
    output [31:0] y);
   wire [31:0] ysignext;
   wire [31:0] yzeroext;
   wire [31:0] ysethi;
   signext  se(a, ysignext);
   zeroext  ze(a, yzeroext);
   sethi    sh(a, ysethi);
   assign y = immtype[1] ? ysethi
	      : (immtype[0] ? yzeroext : ysignext);
endmodule
module flopr # (parameter WIDTH = 8)
   (input	clk, reset,
    input	[WIDTH-1:0] d,
    output reg [WIDTH-1:0]  q);
   always @ (posedge clk, posedge reset)
     if (reset) q <= 0;
     else	q <= d;
endmodule
module mux2 # (parameter WIDTH = 8)
   (input  [WIDTH-1:0] d0, d1,
    input  s,
    output [WIDTH-1:0] y);
   assign y = s ? d1 : d0;
endmodule
module regfile(
    input clk,
    input we3,
    input [4:0] ra1,
    input [4:0] ra2,
    input [4:0] wa3,
    input [31:0] wd3,
    output [31:0] rd1,
    output [31:0] rd2
    );
   reg [31:0] 	  rf[31:0];
   always @ (posedge clk)
     if (we3) rf[wa3] <= wd3;
   assign rd1 = (ra1 != 0) ? rf[ra1] : 0;
   assign rd2 = (ra2 != 0) ? rf[ra2] : 0;
endmodule
module datapath(
    input  clk,
    input  reset,
    input  memtoreg,
    input  pcsrc,
    input  alusrc,
    input  regdst,
    input  [1:0] immtype,
    input  regwrite,
    input  jump,
    input  [2:0] alucontrol,
    output zero,
    output [31:0] pc,
    input  [31:0] instr,
    output [31:0] aluout,
    output [31:0] writedata,
    input  [31:0] readdata
    );
   wire [4:0] 	 writereg;
   wire [31:0] 	 pcnext, pcnextbr, pcplus4, pcbranch;
   wire [31:0] 	 immextv, signimmsh;
   wire [31:0] 	 srca, srcb;
   wire [31:0] 	 result;
   flopr #(32)	pcreg(clk, reset, pcnext, pc);
   adder	pcadd1 (pc, 32'b100, pcplus4);
   sl2		immsh(immextv, signimmsh);
   adder	pcadd2(pcplus4, signimmsh, pcbranch);
   mux2 #(32)   pcbrmux(pcplus4, pcbranch, pcsrc, pcnextbr);
   mux2 #(32)   pcmux(pcnextbr, {pcplus4[31:28], instr[25:0], 2'b00},
		      jump, pcnext);
   regfile	rf(clk, regwrite, instr[25:21], instr[20:16], writereg,
		   result, srca, writedata);
   mux2 #(5)	wrmux(instr[20:16], instr[15:11], regdst, writereg);
   mux2 #(32)	resmux(aluout, readdata, memtoreg, result);
   immext	ie(immtype, instr[15:0], immextv);
   mux2 #(32) srcbmux(writedata, immextv, alusrc, srcb);
   alu alu(srca, srcb, alucontrol, aluout, zero);
endmodule
```
**./constraint.sdc**
```tcl
current_design regfile

set clk_period 9.9
set clk_io_pct 0.2

create_clock -name clk0 -period $clk_period [get_ports {clk}]

set non_clock_inputs [all_inputs -no_clocks]
set_input_delay [expr $clk_period * $clk_io_pct] -clock clk0 $non_clock_inputs
set_output_delay [expr $clk_period * $clk_io_pct] -clock clk0 [all_outputs]
```
**./run.sh**
```bash
#!/bin/bash
# OpenROAD 26Q1-2900-gdf79404cd8, Yosys 0.63+post, stock flow scripts
make -C /OpenROAD-flow-scripts/flow DESIGN_CONFIG=/design/flow/config.mk WORK_HOME=/design/flow/orfs finish
```
==> datasheet_impl.txt <==
Summary of implementation characteristics

Parameter                              Value

Status
  Outcome    finished with violations
  Violated checks    capacitance limit, slew limit

GRT
  Total track usage    27.2%
  Global-route wire length before repair    206 mm
  Number of global-route vias before repair    29656
  Total global routing overflow    0
  Largest net degree at the start of global routing    75
  Number of antenna violations at the first check in global routing    8

Final layout
  Most common library cell in the layout ignoring fill and taps    edfxtp_1
  Proportion of layout cells with a drive suffix above 1    28.6%
  Post-Layout Inst Area    53700 µm²
  Leading registers by flop count    rf: 1024 flops
  Most used cells in the layout excluding fill and tap cells    edfxtp_1, mux4_2, mux2i_1
  Layout fillers    9471
  Top reg by flops    rf
  P&R area growth vs syn    14.4%
  Flip-flop count of the largest register after layout    1024

Power
  Static leakage power    17.1 nW
  Switching power    0.00216 W
  Maximum ir drop on the vdd rail    0.000144 V
  Switching Share    22.1%
  Comb pwr share    8.9%
  Relative contribution of the clock network to total power    41.4%
  Total power divided by cell area    181 nW/µm²
  Sequential power share    49.7%
  Internal power contribution    0.00759 W

Worst setup path
  Series of cell instances along the critical path    buf_4 > buf_4 > or3_2 > buf_4 > nor3_4 > buf_4 > nor3_1 > clkdlybuf4s50_1
  Required time of the critical path    7.92 ns
  CP most frequent cell    buf_4
  CP Max Fanout    28
  Critical path arrival    6.49 ns
  Kind of launch point of the worst setup path    input pin
  Worst setup path startpoint    ra2[1]
  Max incr delay on CP    1.21 ns
  Worst-path cell with the longest stage delay    nor3_1
  CP Capture Type    primary output
  Crit path kind    input pin to primary output

Floorplan
  Die boundary height    345 µm
  Io pins    113
  Cell Rows    125
  Area of the core    116000 µm²
  Floorplan utilization    40.4%
  Chip Width    345 µm
  Die area    119000 µm²

Logic synthesis
  Combined area of all synthesized cells    47000 µm²
  Largest area contributor in the netlist    edfxtp_1
  Fraction of synthesis flops using an asynchronous set or reset pin    0%
  Largest cells by area after synthesis    edfxtp_1, mux4_2, mux2i_1
  Number of enable-type register cells in the synthesized netlist    1024
  Cells in synth_stat.txt    2400
  Number of warning messages in the yosys log    1
  #FFs+latches synth    1024
  Ys flop type    edfxtp_1
  Chip area from the yosys synthesis statistics    47000 µm²
  Number of distinct library cells after synthesis    40
  Post-synthesis cell count    2400
  Share of the yosys chip area belonging to registers    65.5%
  Mean post-synth cell area    19.6 µm²
  Top-area cell type share of the netlist area    65.5%

CTS
  Count of cells resized by post-cts repair    0
  Worst-path clk slew    0.07 ns
  Setup repair bufs after CTS    0
  H-tree level count    3
  CTS tree    done
  Clock root buffer    clkbuf_16
  CTS sink cnt    1024
  Number of hold buffers added after cts    0
  Number of buffers added by the clock tree synthesis step    105
  Clock buffer depth    3

Timing
  Highest attainable clock frequency    118 MHz
  Setup-violating endpoint count in the final report    0
  Crit share post-route    85.5%
  TNS Setup    0 ns
  Hold Vio Cnt, Final    0
  Worst hold slack after final layout    2.12 ns
  Number of slew-limit violations in the final report    2
  Transition time at the pin with the least slew margin    1.50 ns
  RSZ-0062 raised after global routing    false
  Crit path time final    8.47 ns
  Worst slew margin relative to its limit    -0.905%

Routing
  Number of design-rule violations left by the first detailed-router iteration    1647
  Number of vias after detailed routing    26475
  Overall routed net length    145 mm
  Detail-routed net length per standard cell    35.0 µm
  Via-to-Cell Ratio    6.38
  Drt first pass iters    5
  DRC Markers    0
  Remaining number of nets flagged by the antenna check after routing    0

Worst hold path
  Origin of the worst min-delay path    wd3[19]
  HP Class    input pin to flop

Placed design
  I/O Buffers    112
  Placed wire-length estimate    87.5 mm
  Placed inst area    50200 µm²
  Global placement routability congestion    0.906

Run
  Maximum capacitance violations    1
  Tally of OpenROAD warnings    26
[Yosys cell counts, types with 3 or more instances]
cell type  number
edfxtp_1     1024
buf_4          20
a211o_1        23
o221ai_1       31
and2_1         13
nor4_1          9
clkbuf_1      104
nor3_1         32
a22o_1         62
a32o_1          9
nor2b_1         8
nand3_1         4
nand2b_1        3
a221oi_1       23
mux2i_1       183
buf_1           7
nand3b_1        7
mux2_1         19
or3b_2          3
nand2_1        65
a211oi_1       47
buf_6          12
buf_2          58
a21oi_1        46
mux4_2        425
a2111oi_0      31
mux2_2          5
nor2_1         35
o22ai_1        55
inv_1          25
[final cells by class]
| cell class | count | area [µm²] | share of cell area, % |
|---|---|---|---|
| Clock buffer | 132 | 2790 | 5.20 |
| Inverter | 25 | 96.3 | 0.179 |
| Antenna cell | 5 | 12.5 | 0.0233 |
| Clock inverter | 62 | 718 | 1.34 |
| Tap cell | 1524 | 1910 | 3.55 |
| Sequential cell | 1024 | 30700 | 57.2 |
| Multi-Input combinational cell | 1150 | 15400 | 28.7 |
| Timing Repair Buffer | 227 | 2040 | 3.80 |
[power by group through the flow]
stage | combinational, W | clock (W) | sequential, W
5_1_grt | 0.000918 | 0.00425 | 0.00485
6_report | 0.000867 | 0.00404 | 0.00485
4_1_cts | 0.000861 | 0.00409 | 0.00485
[cell families (layout without fill, tap and decap cells)]
group,count (synthesis),in the layout,synth area share [%]
muxes,632,632,24.9
buffers and inverters,226,446,2.31
DFF,1024,1024,65.5
other,0,5,0
AOI/OAI and AO/OA,331,331,5.41
and+or+nand+nor,187,187,1.94
[routing by layer]
| metal | track usage, % | routed length, µm | up-vias |
|---|---|---|---|
| met1 | 30.2 | 44300 | 13270 |
| met3 | 24.8 | 30400 | 279 |
| met5 | 4.65 | 628 | - |
| li1 | - | - | 10709 |
| met2 | 38.5 | 65700 | 2203 |
| met4 | 6.43 | 4210 | 14 |
[critical path, delay by kind of cell]
kind	cells	cell delay [ns]
buffers and inverters	5	2.38
AND/OR/NAND/NOR	3	2.04
[per-stage QoR]
| stage | total power (W) | worst slack [ns] | utilization, % | cells |
|---|---|---|---|---|
| floorplan | 0.00539 | 4.37 | - | 2400 |
| finish | 0.00975 | 1.43 | 46.2 | 4149 |
| global placement | 0.00578 | 1.71 | 43.1 | 3950 |
| global route | 0.0100 | 1.38 | 46.2 | 4145 |
| detailed placement | 0.00580 | 1.62 | 43.1 | 3950 |
| CTS | 0.00980 | 1.63 | 46.2 | 4144 |
[final timing paths]
check                              end  slack [ns]  depth (start not counted)
setup / recovery                rd2[2]        1.43                          8
hold / removal    rf[29][19]$_DFFE_PP_        2.12                          2
Power figures rest on the tool's default switching activity, not on a simulated workload.
